==> /design/flow/design.v <==
package char_enum_pkg; 
    typedef enum logic [6:0] {
        CHAR_0, CHAR_1, CHAR_2, CHAR_3, CHAR_4, 
        CHAR_5, CHAR_6, CHAR_7, CHAR_8, CHAR_9,
        CHAR_A, CHAR_B, CHAR_C, CHAR_D, CHAR_E, CHAR_F, CHAR_G, CHAR_H, 
        CHAR_I, CHAR_J, CHAR_K, CHAR_L, CHAR_M, CHAR_N, CHAR_O, CHAR_P, 
        CHAR_Q, CHAR_R, CHAR_S, CHAR_T, CHAR_U, CHAR_V, CHAR_W, CHAR_X, 
        CHAR_Y, CHAR_Z,
        CHAR_a, CHAR_b, CHAR_c, CHAR_d, CHAR_e, CHAR_f, CHAR_g, CHAR_h, 
        CHAR_i, CHAR_j, CHAR_k, CHAR_l, CHAR_m, CHAR_n, CHAR_o, CHAR_p, 
        CHAR_q, CHAR_r, CHAR_s, CHAR_t, CHAR_u, CHAR_v, CHAR_w, CHAR_x, 
        CHAR_y, CHAR_z,
        CHAR_COLON,
        CHAR_NULL = 7'h7F
    } char_name_t;
endpackage
module	sintable	 #( 
					COUNT_SIZE = 8   
		)	
		(	
					input		logic	clk,
					input		logic	resetN,
					input		logic [COUNT_SIZE-1:0]	ADDR,
					input    logic volume,
					output	logic [15:0]	Q  
			);
localparam int table_size = (2**COUNT_SIZE)-1;
logic [7:0] tmp8bit  ; 
logic [1:0] volume_level;
logic volume_d;
const logic [0:table_size-1] [7:0] sin_table = {
8'h0,
8'h3,
8'h6,
8'h9,
8'hC,
8'hF,
8'h12,
8'h15,
8'h18,
8'h1C,
8'h1F,
8'h22,
8'h25,
8'h28,
8'h2B,
8'h2E,
8'h30,
8'h33,
8'h36,
8'h39,
8'h3C,
8'h3F,
8'h41,
8'h44,
8'h47,
8'h49,
8'h4C,
8'h4E,
8'h51,
8'h53,
8'h55,
8'h58,
8'h5A,
8'h5C,
8'h5E,
8'h60,
8'h62,
8'h64,
8'h66,
8'h68,
8'h6A,
8'h6C,
8'h6D,
8'h6F,
8'h70,
8'h72,
8'h73,
8'h75,
8'h76,
8'h77,
8'h78,
8'h79,
8'h7A,
8'h7B,
8'h7C,
8'h7C,
8'h7D,
8'h7E,
8'h7E,
8'h7F,
8'h7F,
8'h7F,
8'h7F,
8'h7F,
8'h7F,
8'h7F,
8'h7F,
8'h7F,
8'h7F,
8'h7F,
8'h7E,
8'h7E,
8'h7D,
8'h7C,
8'h7C,
8'h7B,
8'h7A,
8'h79,
8'h78,
8'h77,
8'h76,
8'h75,
8'h73,
8'h72,
8'h70,
8'h6F,
8'h6D,
8'h6C,
8'h6A,
8'h68,
8'h66,
8'h64,
8'h62,
8'h60,
8'h5E,
8'h5C,
8'h5A,
8'h58,
8'h55,
8'h53,
8'h51,
8'h4E,
8'h4C,
8'h49,
8'h47,
8'h44,
8'h41,
8'h3F,
8'h3C,
8'h39,
8'h36,
8'h33,
8'h30,
8'h2E,
8'h2B,
8'h28,
8'h25,
8'h22,
8'h1F,
8'h1C,
8'h18,
8'h15,
8'h12,
8'hF,
8'hC,
8'h9,
8'h6,
8'h3,
8'h0,
8'hFD,
8'hFA,
8'hF7,
8'hF3,
8'hF0,
8'hED,
8'hEA,
8'hE7,
8'hE4,
8'hE1,
8'hDE,
8'hDB,
8'hD8,
8'hD5,
8'hD2,
8'hCF,
8'hCC,
8'hC9,
8'hC6,
8'hC4,
8'hC1,
8'hBE,
8'hBC,
8'hB9,
8'hB6,
8'hB4,
8'hB1,
8'hAF,
8'hAC,
8'hAA,
8'hA8,
8'hA5,
8'hA3,
8'hA1,
8'h9F,
8'h9D,
8'h9B,
8'h99,
8'h97,
8'h96,
8'h94,
8'h92,
8'h91,
8'h8F,
8'h8E,
8'h8C,
8'h8B,
8'h8A,
8'h89,
8'h87,
8'h86,
8'h86,
8'h85,
8'h84,
8'h83,
8'h82,
8'h82,
8'h81,
8'h81,
8'h81,
8'h80,
8'h80,
8'h80,
8'h80,
8'h80,
8'h80,
8'h80,
8'h81,
8'h81,
8'h81,
8'h82,
8'h82,
8'h83,
8'h84,
8'h85,
8'h86,
8'h86,
8'h87,
8'h89,
8'h8A,
8'h8B,
8'h8C,
8'h8E,
8'h8F,
8'h91,
8'h92,
8'h94,
8'h96,
8'h97,
8'h99,
8'h9B,
8'h9D,
8'h9F,
8'hA1,
8'hA3,
8'hA5,
8'hA8,
8'hAA,
8'hAC,
8'hAF,
8'hB1,
8'hB4,
8'hB6,
8'hB9,
8'hBC,
8'hBE,
8'hC1,
8'hC4,
8'hC6,
8'hC9,
8'hCC,
8'hCF,
8'hD2,
8'hD5,
8'hD8,
8'hDB,
8'hDE,
8'hE1,
8'hE4,
8'hE7,
8'hEA,
8'hED,
8'hF0,
8'hF3,
8'hF7,
8'hFA,
8'hFD
 };
always_ff@(posedge clk or negedge resetN)
begin
	if(!resetN)
	begin
	  tmp8bit	<= 8'h00;
	  volume_level <= 2'h3;
	  volume_d <= 1'b1;
	end
	else 
	begin
	volume_d <= volume;
	if ((!volume) && (volume_d) )	   
	   volume_level <= volume_level - 2'h1;
		tmp8bit	<= sin_table[ADDR];  
   end
end
 always_comb begin
        case (volume_level)
				2'h0: Q = 16'b00;
				2'h1: Q = {{3{tmp8bit[7]}},tmp8bit[7:0], {5{tmp8bit[7]}} };
				2'h2: Q = {{2{tmp8bit[7]}},tmp8bit[7:0], {6{tmp8bit[7]}} };
				2'h3: Q = {tmp8bit[7],tmp8bit[7:0], {7{tmp8bit[7]}} };
            default: Q  = {tmp8bit[7],tmp8bit[7:0], {7{tmp8bit[7]}} };
        endcase
end
endmodule
==> /design/flow/run.sh <==
#!/bin/bash
# OpenROAD 26Q1-2900-gdf79404cd8, Yosys 0.63+post, stock flow scripts
make -C /OpenROAD-flow-scripts/flow DESIGN_CONFIG=/design/flow/config.mk WORK_HOME=/design/flow/orfs finish
==> /design/flow/config.mk <==
export PLATFORM = sky130hd
export DESIGN_NAME = sintable
export DESIGN_NICKNAME = sintable
export VERILOG_FILES = /design/flow/design.v
export SDC_FILE = /design/flow/constraint.sdc
export NUM_CORES = 4
export LEC_CHECK = 1
export CORE_UTILIZATION = 50
==> /design/flow/constraint.sdc <==
current_design sintable

set clk_period 1.7
set clk_io_pct 0.2

create_clock -name clk0 -period $clk_period [get_ports {clk}]

set non_clock_inputs [all_inputs -no_clocks]
set_input_delay [expr $clk_period * $clk_io_pct] -clock clk0 $non_clock_inputs
set_output_delay [expr $clk_period * $clk_io_pct] -clock clk0 [all_outputs]
==> notes.md <==
Summary of the current implementation state.

- The clock drives 11 sinks.
- The number of storage elements in the synthesis netlist is 11, for reference.
- The post-synthesis chip area from yosys is 3610 um2, for reference.
- At the placement stage, the worst setup path has a slack of -1.31 ns.
- Detailed placement reports a standard cell area of 5150 um2.
- The mean instance size in the synthesized netlist is 6.71 um2, for reference.
- The placement summary gives the final routability congestion estimate as 1.15.
- The number of cells after detailed placement is 766, for reference.
- After synthesis, the share of flip-flops with an asynchronous set or reset is 100%.
- The flow stopped in 5_1_grt.
- Entering global routing, the biggest net connects 32 pins.
- After global-route timing repair, the worst endpoint was tmp8bit[1]$_DFF_PN0_/D.
- The vertical die dimension is 87.0 um, for reference.
- Synthesis produced 538 cells.
- Per the synth stats, the flop cell with the highest instance count is sky130_fd_sc_hd__dfrtp_1.
- According to the I/O placement log, the pin count is 27.
- In this run, synthesis inferred 0 flip-flops with an integrated enable.
- The fraction of the yosys area taken by sequential cells is 7.72%, for reference.
- The tool reported: "[ERROR DPL-0036] Detailed placement failed".
- The number of clock buffers added by TritonCTS is 3.
- The distinct cell type count of the synthesized netlist is 84, for reference.
- Once the floorplan was initialized, standard cells occupied 52.6% of the core.
- Measured along the x axis, the die boundary spans 87.0 um.
- The number of warnings printed during yosys synthesis is 1, for reference.
- The depth of the CTS H-tree is 1, for reference.
- The count of input and output buffers is 26, for reference.
- The longest clock path from root to sink contains 2 buffers.
- Looking at the clock tree report, the root buffer type is sky130_fd_sc_hd__clkbuf_8.
- The flow did not finish.
- Summing every instance area after synthesis gives 3610 um2.
- After the last repair the worst path ends at a sequential cell input.
- In the placement report, post-DP HPWL is listed as 12300 um.
- Per the Yosys statistics, synthesis produced 538 cells.
- The report lists the number of standard-cell rows as 30.
[cell families after synthesis]
logic type,after synthesis,synth area share (%)
buffers and inverters,77,11.7
XOR/XNOR,19,6.48
flip-flops,11,7.72
AND/OR/NAND/NOR,183,24.5
multiplexers,2,0.554
AND-OR/OR-AND,239,46.8
adder cells (fa/ha/maj),7,2.29
[synthesized netlist by cell type (all sizes together) (10+ instances only)]
library cell	count	share of area [%]
o22ai	12	2.1
xnor2	14	5.1
a21oi	48	6.9
nor2	61	6.5
nor3	19	2.6
nand3	13	2.4
buf	51	9.0
a31oi	10	1.7
clkbuf	20	2.1
o21ai	56	7.8
a211oi	16	3.6
nand2	59	6.5
[metrics by stage]
| stage | hold slack (ns) | power, mW | util (%) |
|---|---|---|---|
| after floorplan | 0.0444 | 1.85 | - |
| after CTS | 0.416 | 3.93 | 91.1 |
| after detailed placement | 0.505 | 2.95 | 75.0 |
| after global placement | 0.488 | 2.92 | 75.0 |
[repair_timing]
item | 4_1_cts
pin swaps | 78
setup endpoints to repair | 24
resized | 250
cloned | 5
buffers inserted | 39
hold buffers | 0
Power figures rest on the tool's default switching activity, not on a simulated workload.
